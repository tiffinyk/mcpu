--- flow/design.v ---
`timescale 1ns / 1ps
module RegFile(input [4:0] rs, rt, rd,
               input clk, RegWre, WrRegData,
		      	input RegOut,
			  	   input [31:0] PC4, memData,
			 	   output reg [31:0] data1, data2);
    reg [31:0] i_data;
	 reg [4:0] temp;
	 reg [31:0] register [0:31];
	 integer i;
    initial begin
        for (i = 0 ; i < 32; i = i+1) 
		      register[i] = 0;
    end
    always @(negedge clk) begin
	     case(RegOut)
	         1'b0: temp = rt;
		      1'b1: temp = rd;
		  endcase
		  i_data <= WrRegData? memData : PC4;
		  data1 <= register[rs];
        data2 <= register[rt];
        if (RegWre == 1) begin 
            register[temp] <= i_data;
        end
    end
endmodule
--- flow/run.sh ---
#!/bin/bash
# OpenROAD 26Q1-2900-gdf79404cd8, Yosys 0.63+post, stock flow scripts
make -C /OpenROAD-flow-scripts/flow DESIGN_CONFIG=/design/flow/config.mk WORK_HOME=/design/flow/orfs finish
--- flow/config.mk ---
export PLATFORM = sky130hd
export DESIGN_NAME = RegFile
export DESIGN_NICKNAME = RegFile
export VERILOG_FILES = /design/flow/design.v
export SDC_FILE = /design/flow/constraint.sdc
export NUM_CORES = 4
export LEC_CHECK = 1
export CORE_UTILIZATION = 50
--- flow/constraint.sdc ---
current_design RegFile

set clk_period 8.2
set clk_io_pct 0.2

create_clock -name clk0 -period $clk_period [get_ports {clk}]

set non_clock_inputs [all_inputs -no_clocks]
set_input_delay [expr $clk_period * $clk_io_pct] -clock clk0 $non_clock_inputs
set_output_delay [expr $clk_period * $clk_io_pct] -clock clk0 [all_outputs]
==> flow_summary.json <==
{
  "grt_overflow_total": 0,
  "cts_tree": "yes",
  "tightest_slew_ps": 973,
  "cts_buffer_depth": 3,
  "ios": 147,
  "gp_congestion": 0.923,
  "clock_sinks": 1120,
  "grt_pass1_wl_um": 231000,
  "grt_pass1_vias": 40089,
  "cts_inserted_buffers": 132,
  "ctsHoldBuffers": 0,
  "power_frac_clock_pct": 51.4,
  "powerDensity_nw_per_um2": 242,
  "warnings": 1028,
  "slew_headroom_pct": 35.0,
  "synth_seq_share_pct": 63.8,
  "antenna_found_initial": 1,
  "drive_gt1_share_pct": 10.6,
  "fp_util_pct": 50.4,
  "clk_latency_ps": 750,
  "r2r.worst_path.cells": 5,
  "ys_warn_count": 1,
  "rows": 117,
  "synth_area_per_cell_um2": 14.5,
  "ys.flops": 1120,
  "drv_cap": 0,
  "rsz0062_at_grt": "no",
  "p_comb_share_pct": 7.5,
  "hold_violations": 0,
  "timing.rr.start": "register[7][2]",
  "die-area_um2": 104000,
  "routed_via_density": 5.73,
  "routedWlPerCell_um": 24.7,
  "worstPathMaxFanout": 35,
  "power.total_w": 0.0157,
  "internal_power_w": 0.0113,
  "worst_hold_startpoint": "register[25][27]",
  "hold_path_depth": 4,
  "drv_slew": 0,
  "r2r_slack_ps": 6560,
  "utilization_pct": 63.6,
  "clk_pin_slew_worst_paths_ps": 30,
  "port_buffers": 146,
  "dr.pass1.iters": 6,
  "ir_worst_vdd_mv": 0.199,
  "final_cell_mix": "inv_1 (1146), mux2i_1 (1025), edfxtp_1 (1024)",
  "vias": 36547,
  "dp_hpwl_um": 93000,
  "post-cts-setup-buffers": 0,
  "required_ps": 4630,
  "p_leak_nw": 28.6,
  "area_delta_synth_final_pct": 26.3,
  "critical_path_arrival_ps": 4180,
  "critPathKind": "in -> reg",
  "synthCells": 3541,
  "diodes": 0,
  "power_frac_seq_pct": 41.1,
  "core_um2": 102000,
  "finClkSkew_ps": 34.1,
  "cp-start-kind": "input port",
  "final_antenna_net_count": 0,
  "pre_cts_slack_ps": -142,
  "ctsResizeCount": 0,
  "finalWirelength_um": 157000,
  "grt_max_degree": 77,
  "min_path_type": "reg -> reg",
  "synth_cell_types": 30,
  "lay_top_count": "inv_1",
  "end_kind": "flip-flop",
  "p_sw_share_pct": 28.1,
  "cts-root-buf": "clkbuf_16",
  "setup_viol_count_final": 0,
  "yosysCellCount": 3541,
  "cts.htree.levels": 4,
  "netlist_area_um2": 51200,
  "drc": 0,
  "setup_slack_ps": 449,
  "outcome": "completed",
  "drt_iter0_drc": 2397,
  "p_switching_w": 0.00441,
  "grt_use_total_pct": 33.6,
  "die_x_um": 322,
  "fp.dieH_um": 322,
  "yosys_area_um2": 51200,
  "startpoint": "rt[0]"
}
layout make-up:
class	count	area [µm²]
clock buffers	136	3400
clock inverters	1218	5280
fillers	7125	36900
inverters	2	7.51
multi-input cells	2157	17200
flip-flops and latches	1120	32700
well taps	1368	1710
repair buffers	382	4360
routing by layer:
metal  vias up  global-route usage, %  wire length [µm]
li1      16710                      -                 -
met1     17321                   41.2             56200
met2      2183                   45.2             70600
met3       329                   26.6             25900
met4         4                   13.2              4640
met5         -                   1.99               153
final timing paths:
| kind | endpoint |
|---|---|
| worst max-delay path | data2[24] |
| worst min-delay path | data1[27] |
| worst min register to register | data1[27] |
| worst max register to register | data2[2] |
flip-flops by register name, indices dropped and copies added (netlist names):
register  flops
register   1024
data1        32
data2        32
i_data       32
power groups by stage:
stage | logic [W] | clock network [W] | registers (W)
CTS | 0.00117 | 0.00829 | 0.00644
finish | 0.00118 | 0.00806 | 0.00644
global route | 0.00125 | 0.00896 | 0.00643
cells by family after synthesis:
family	synth area share, %
AOI/OAI and AO/OA	7.79
muxes	20.8
buffers and inverters	3.14
and+or+nand+nor	4.50
DFF	63.8
worst max-delay path, stage by stage:
cell             delay, ps
clkdlybuf4s50_1        590
buf_4                  250
nor2_4                 170
buf_12                 280
buf_4                  320
a22o_1                 180
nor3_1                  50
a31oi_1                400
nand3_1                260
cell usage after synthesis:
| cell | number | share of area [%] |
|---|---|---|
| buf_4 | 63 | 0.92 |
| buf_1 | 16 | 0.12 |
| nor2_1 | 34 | 0.25 |
| or2_2 | 2 | 0.024 |
| nand2_1 | 206 | 1.5 |
| nor3b_1 | 2 | 0.029 |
| and3b_1 | 1 | 0.017 |
| a21oi_1 | 192 | 1.9 |
| nand3_1 | 193 | 1.9 |
| o21ai_2 | 2 | 0.034 |
| o32ai_2 | 1 | 0.032 |
| edfxtp_1 | 1024 | 60 |
| inv_1 | 3 | 0.022 |
| buf_6 | 37 | 0.81 |
| clkbuf_4 | 3 | 0.044 |
| and2_1 | 2 | 0.024 |
| o22ai_1 | 4 | 0.049 |
| dfxtp_1 | 96 | 3.8 |
| nor2b_1 | 4 | 0.049 |
| nor3_1 | 65 | 0.64 |
| o21ai_1 | 1 | 0.0098 |
| clkbuf_1 | 71 | 0.52 |
| mux2_2 | 33 | 0.73 |
| nand2b_1 | 5 | 0.061 |
| a22oi_1 | 192 | 2.8 |
| a31oi_1 | 64 | 0.78 |
| a22o_1 | 128 | 2.2 |
| buf_2 | 71 | 0.69 |
| nand2_2 | 1 | 0.012 |
| mux2i_1 | 1025 | 20 |
through the flow:
stage          cells  area [µm²]  TNS, ps  hold WS [ps]
6_report        6383       64700        0           617
5_1_grt         6383       64700        0           668
4_1_cts         6383       64700        0           621
3_5_place_dp    5030       56000     -529           612
3_3_place_gp    5030       56000     -407           612
2_1_floorplan   3541       51200  -278620           579
Power figures rest on the tool's default switching activity, not on a simulated workload.
