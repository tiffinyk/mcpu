### flow/design.v
`timescale 1ns / 1ps
module ALU(input [31:0] ReadData1, ReadData2, inExt,
           input ALUSrcB,
			  input [2:0] ALUOp,
			  output wire zero,
			  output reg [31:0] result);
	 initial begin
        result = 0;
    end
    wire [31:0] B;
	 assign B = ALUSrcB? inExt : ReadData2;
	 assign zero = (result? 0 : 1);
	 always @(ReadData1 or ReadData2 or B or ALUOp) begin
        case(ALUOp)
            3'b000: result = ReadData1 + B;   
            3'b001: result = ReadData1 - B;   
				3'b010: result = ReadData1 & B;  
				3'b011: result = ReadData1 | B;  
				3'b100: result = ~(ReadData1 | B);  
            3'b101: result = (ReadData1 < B ? 1 : 0);   
        default: result = 0;
    endcase
  end
endmodule
### flow/run.sh
#!/bin/bash
# OpenROAD 26Q1-2900-gdf79404cd8, Yosys 0.63+post, stock flow scripts
make -C /OpenROAD-flow-scripts/flow DESIGN_CONFIG=/design/flow/config.mk WORK_HOME=/design/flow/orfs finish
### flow/config.mk
export PLATFORM = sky130hd
export DESIGN_NAME = ALU
export DESIGN_NICKNAME = ALU
export VERILOG_FILES = /design/flow/design.v
export SDC_FILE = /design/flow/constraint.sdc
export NUM_CORES = 4
export LEC_CHECK = 1
export CORE_UTILIZATION = 40
### flow/constraint.sdc
current_design ALU

set clk_period 16.3
set clk_io_pct 0.2

create_clock -name clk0 -period $clk_period

set non_clock_inputs [all_inputs -no_clocks]
set_input_delay [expr $clk_period * $clk_io_pct] -clock clk0 $non_clock_inputs
set_output_delay [expr $clk_period * $clk_io_pct] -clock clk0 [all_outputs]
==> results.yml <==
# flow metrics
layout:
  nClkBuffers: 0
  fillers: 1440
  syn_to_final_growth_pct: 24.33
  drive_above_1_share_pct: 2.577
  final_util_pct: 51.38
  regArea_sq_um: 0
  n_sequential_cell: 0
  combGateArea_sq_um: 5209
power_and_ir_drop:
  p_switching_mw: 0.1569
  vdd_ir_drop_max_uv: 15.33
  power_density_nw_per_um2: 39.19
  power.leakage_nw: 3.222
  switching_share_pct: 55.69
  seqPwrFrac_pct: 0
  p_total_mw: 0.2817
  internal_power_mw: 0.1248
  combPwrFrac_pct: 100.0
  clock_power_share_pct: 0
worst_setup_path:
  start_kind: "input pin"
  crit_required_ps: 13040
  critPathMaxFanout: 32
  max_stage_delay_ps: 480
  crit_chain: "buf_2 -> buf_4 -> mux2i_1 -> inv_1 -> ha_1 -> fa_1 -> or3_1 -> a31oi_1 -> o311a_2 -> o21ai_0 -> a22oi_1 -> mux2i_1 -> o2111ai_1 -> a2111o_1 -> nor4_1 -> nand4_1 -> nor2_1 -> clkdlybuf4s50_1"
  arrival_ps: 8090
  cpMostUsedCell: "mux2i_1"
  crit_start: "ALUSrcB"
  cp-end-kind: "output pin"
  slowest_stage: "buf_4"
  crit_type: "in2out"
  crit_family: "AND-OR/OR-AND gates"
  timing.critical_path.buf_inv: 4
flow_run:
  warnings: 109
  max_cap_violations: 0
global_route:
  grt_pass1_wl_mm: 31.68
  grt_max_degree: 53
  antenna_found_initial: 0
  grt_usage_pct: 27.05
  grt-ovfl-total: 0
  grt_pass1_vias: 5917
synth:
  mux_area_share_pct: 7.359
  synth_cell_types: 73
  yosysTopAreaCell: "ha_1"
  yosys_cells: 877
  ys_sh_adder_pct: 24.29
  top_cells_by_count: "ha_1 (109), inv_1 (97), nor2_1 (89)"
  ys_seq_share_pct: 0
  synth_area_sq_um: 5781
  synthCells: 877
  aoi_share_pct: 34.59
  yosysMostFrequentCell: "ha_1"
  avgSynthCellArea_sq_um: 6.591
  synth_xor_xnor_area_share_pct: 3.182
  topCellsByArea: "ha_1 (24%), a21oi_1 (6.9%), mux2i_1 (6.6%)"
  logic_family: "AND-OR/OR-AND gates"
  synth.top_cell.area_share_pct: 23.59
  synthSimpleGateAreaFrac_pct: 20.69
  ys_area_sq_um: 5781
  yosys_warnings: 1
hold_path:
  hold_path.startpoint: "ALUOp[0]"
  hold_path.class: "in2out"
final_timing:
  finalClockPeriodUsage_pct: 69.62
  fin_setup_tns_ps: 0
  setup_viol: 0
  rsz0062_at_grt: "no"
  finalHoldViolCount: 0
  slew_viol_final: 0
  post-route-min-period_ps: 11350
  tightest_slew_ps: 800.5
  max-slew-margin-rel_pct: 46.43
  clock.fmax_ghz: 0.08812
detailed_routing:
  vias_per_cell: 5.690
  route.detailed.wl_per_inst_um: 17.38
  antenna_left: 0
  drc: 0
  via_count: 6544
  drtPass1Iterations: 5
  drt_iter0_drc: 540
  wl_mm: 19.99
  n_antenna_cell: 0
die:
  fp-utilization_pct: 41.32
  ios: 133
  die_w_um: 122.2
  die_y_um: 122.2
  dieArea_sq_um: 14940
  rows: 43
  core_area_sq_um: 13990
run_status:
  status: "complete, no violations"
placed_design:
  io_buffers: 133
  place.gp.congestion: 0.9941
  hpwl_mm: 15.83
cts:
  cts_repair_resize_count: 0
  hold_buffers: 0
  cts_setup_buffers: 0
[cell type report]
class | count | share of cell area, %
multi-input cells | 730 | 72.48
repair buffers | 141 | 19.22
inverters | 99 | 5.171
well taps | 180 | 3.134
[cells in the final DEF (no fill, tap or decap), drive strengths merged, types with 7 or more instances in the layout]
cell	synthesis	routed
clkdlybuf4s50	0	131
nand2	63	63
o31ai	9	9
nor2	89	89
nand3	9	9
ha	109	109
o211ai	9	9
o21ai	67	67
nor3	19	19
nand2b	13	13
o21bai	10	10
a22oi	9	9
inv	98	98
a211oi	23	23
xnor2	16	16
buf	22	10
a21o	9	9
a31oi	11	11
nor4	11	11
nand4	8	8
nor2b	16	16
o21a	7	7
a21oi	81	81
mux2i	38	38
[power groups by stage]
stage / sequential [mW] / combinational, mW / clock [mW]
CTS: 0 / 0.279 / 0
global route: 0 / 0.310 / 0
finish: 0 / 0.282 / 0
[kinds of logic (layout without fill, tap and decap cells)]
group | Yosys count | in the layout
AOI/OAI and AO/OA | 302 | 302
xor gates and xnor gates | 21 | 21
adders and majority gates | 111 | 111
buffers and inverters | 147 | 240
muxes | 42 | 42
and+or+nand+nor | 254 | 254
[path summary, 6_finish.rpt]
kind / to / cells after the start
hold / removal: result[3] / 5
setup / recovery: zero / 18
[layer usage]
layer	vias up	track usage (%)	share of wire [%]
li1	3335	-	-
met1	2946	41.01	48
met2	240	41.64	43
met3	23	2.751	6.5
met4	0	4.573	1.8
met5	-	0	0
[metrics by stage]
stage,cells,cell area (sq um),hold WS [ps],setup WS (ps)
after global routing,1150,7187,7785,4601
after floorplan,877,5781,6716,5980
after global placement,1150,7187,7705,5070
after CTS,1150,7187,7703,4982
final,1150,7187,7706,4952
after detailed placement,1150,7187,7703,4989
