<file path="run.sh">
#!/bin/bash
# OpenROAD 26Q1-2900-gdf79404cd8, Yosys 0.63+post, stock flow scripts
make -C /OpenROAD-flow-scripts/flow DESIGN_CONFIG=/design/flow/config.mk WORK_HOME=/design/flow/orfs finish
</file>
<file path="config.mk">
export PLATFORM = sky130hd
export DESIGN_NAME = PC
export DESIGN_NICKNAME = PC
export VERILOG_FILES = /design/flow/design.v
export SDC_FILE = /design/flow/constraint.sdc
export NUM_CORES = 4
export LEC_CHECK = 1
export CORE_UTILIZATION = 40
</file>
<file path="constraint.sdc">
current_design PC

set clk_period 6.1
set clk_io_pct 0.2

create_clock -name clk0 -period $clk_period [get_ports {clk}]

set non_clock_inputs [all_inputs -no_clocks]
set_input_delay [expr $clk_period * $clk_io_pct] -clock clk0 $non_clock_inputs
set_output_delay [expr $clk_period * $clk_io_pct] -clock clk0 [all_outputs]
</file>
<file path="design.v">
`timescale 1ns / 1ps
module PC(input clk, Reset, PCWre,
          input [1:0] PCSrc,
          input wire [31:0] imm, addr, RDout1,
          output reg [31:0] Address);
	 always @(posedge clk or negedge Reset) begin  
        if (Reset == 0) begin
            Address = 0;
        end else if (PCWre) begin
            if (PCSrc == 2'b00) begin
				    Address = Address+4;
				end else if (PCSrc == 2'b01) begin
				    Address = imm*4+Address+4;
				end else if (PCSrc == 2'b10) begin
				    Address = RDout1;
				end else if (PCSrc == 2'b11) begin
				    Address = addr;
				end
        end
    end
endmodule
</file>
==> results.json <==
{
  "path_class": "input port to register",
  "switching_power_uw": 772,
  "ys_seq_share_pct": 18.0,
  "clk_pin_slew_ns": 0.08,
  "rows": 38,
  "p_seq_share_pct": 20.7,
  "drc": 0,
  "ir_drop_mv": 0.133,
  "chipArea_um2": 11500,
  "cts_buffers": 5,
  "min_path_type": "register to register",
  "p_int_uw": 985,
  "hpwl_um": 10700,
  "skew_ns": 0.0128,
  "grt_pass1_wl_um": 22900,
  "p_leak_uw": 0.00251,
  "max_freq_mhz": 228,
  "cts-resized-gates": 0,
  "die_w_um": 107,
  "max_stage_delay_ns": 0.44,
  "crit_arrival_ns": 4.60,
  "root_buffer": "clkbuf_8",
  "crit_path_cell_trace": "clkdlybuf4s50_1 > ha_1 > ha_1 > fa_1 > a21oi_1 > o211ai_1 > a221o_1 > and3_1 > o21ai_1 > mux2_2 > a221oi_1",
  "lay_top_cells": "128 x clkdlybuf4s50_1, 62 x a21oi_1, 60 x nand2_1",
  "post-cts-setup-buffers": 0,
  "setup_ws_ns": 1.71,
  "crit_slowest_cell": "a221o_1",
  "total_power_uw": 1760,
  "cp_data_required_time_ns": 6.30,
  "core_util_floorplan_pct": 41.0,
  "switching_share_pct": 43.9,
  "fin_crit_ns": 4.39,
  "utilization_pct": 54.9,
  "status": "finished, final reports clean",
  "ys.flop_type": "dfrtp_1",
  "drv_cap": 0,
  "ys_cells": 571,
  "ys_ff": 32,
  "tool_warnings": 27,
  "avgSynthCellArea_um2": 7.79,
  "yosys_warnings": 1,
  "pre_cts_slack_ns": 1.45,
  "worstSetupStartpointType": "input port",
  "whs_ns": 0.484,
  "yosysUniqueCellTypes": 66,
  "vias": 4750,
  "post_drt_wl_per_cell_um": 17.4,
  "grt_max_degree": 53,
  "route.antenna.remaining_nets": 0,
  "hold_buffers": 0,
  "clock_latency_ns": 0.30,
  "synth_cells": 571,
  "gp_congestion": 0.910,
  "setup_tns_ns": 0,
  "reg2reg_from": "Address[3]$_DFFE_PN0P_",
  "syn-cell-area_um2": 4450,
  "ys_area_um2": 4450,
  "cts_tree": "yes",
  "grt_overflow": 0,
  "vias_per_cell": 5.78,
  "first_iter_violations": 244,
  "setup_violations": 0,
  "first_pass_iters": 4,
  "min_from": "Address[1]$_DFFE_PN0P_",
  "antenna_found_initial": 0,
  "max_slew_margin_pct": 47.0,
  "grt_pass1_vias": 4567,
  "numPortBuffers": 130,
  "drive_above_1_share_pct": 5.57,
  "grt_use_total_pct": 25.9,
  "timing.final.hold_violations": 0,
  "endpoint_kind": "register",
  "die_h_um": 107,
  "edf_count": 0,
  "pwr-share-comb_pct": 65.5,
  "worst-path-max-fanout": 4,
  "largest_register_ffs": 32,
  "cts_num_sinks": 32,
  "maxSlewViolCount": 0,
  "lay_top_count": "clkdlybuf4s50_1",
  "tightest_slew_ns": 0.791,
  "worst-path-buf-inv": 1,
  "coreArea_um2": 10800,
  "p_per_area_nw_per_um2": 296,
  "htree_levels": 2,
  "routed_wl_um": 14300,
  "finalCritPeriodShare_pct": 72.0,
  "worst_path_most_repeated_cell": "ha_1",
  "rsz0062_at_grt": "no",
  "clk_path_buf_depth": 2,
  "synthArstFlopShare_pct": 100,
  "cp_top_family": "AND-OR/OR-AND gates",
  "io_pins": 133,
  "area_growth_pct": 33.7,
  "p_clk_share_pct": 13.8,
  "n_antenna_cell": 0,
  "critPathLaunch": "imm[1]"
}
==> worst min-delay path: stages, from the launching register on <==
cell and delay [ns]:
dfrtp_1 0.35, nand2_1 0.04, o21ai_0 0.06
==> routing by layer <==
layer  GRT usage (%)  up-vias  share of wire (%)
met5               0        -                  0
met4            3.42        0                1.4
met3            3.46       15                6.9
met2            42.3      174                 46
met1            37.9     2195                 45
li1                -     2366                  -
==> cells by family (layout without fill, tap and decap cells) <==
kind of cell | after synthesis | in the layout | share of synthesized area, %
buffers and inverters | 47 | 158 | 4.22
AOI/OAI and AO/OA | 199 | 199 | 28.8
muxes | 24 | 24 | 7.29
xor gates and xnor gates | 25 | 25 | 4.92
and+or+nand+nor | 185 | 185 | 20.0
DFF | 32 | 32 | 18.0
adders and majority gates | 59 | 59 | 16.8
==> stage by stage <==
| step | instance area, um2 | cells |
|---|---|---|
| 6_report | 5950 | 822 |
| 5_1_grt | 5950 | 822 |
| 4_1_cts | 5950 | 822 |
| 3_5_place_dp | 5820 | 814 |
| 3_3_place_gp | 5820 | 814 |
| 2_1_floorplan | 4450 | 571 |
==> cell type report <==
class | instances | area [um2]
well taps | 140 | 175
clock inverters | 1 | 30.0
clock buffers | 7 | 96.3
fillers | 993 | 4890
flip-flops and latches | 32 | 801
inverters | 15 | 56.3
multi-input cells | 492 | 3460
repair buffers | 135 | 1330
==> worst paths after layout <==
kind / cells past startpoint / slack (ns) / endpoint
max: 11 / 1.71 / Address[27]$_DFFE_PN0P_
min: 2 / 0.48 / Address[1]$_DFFE_PN0P_
max reg2reg: 10 / 2.61 / Address[27]$_DFFE_PN0P_
min reg2reg: 2 / 0.48 / Address[1]$_DFFE_PN0P_
max in group asynchronous: 2 / 4.41 / Address[19]$_DFFE_PN0P_
min in group asynchronous: 2 / 1.35 / Address[30]$_DFFE_PN0P_
==> cells in the mapped netlist (4+ instances only) <==
master    instances  area (um2)
ha_1             58         726
o21a_1            5        37.5
o21ai_1           6        30.0
nor2_1           48         180
a221oi_1          4        35.0
clkbuf_1         23        86.3
a221o_1           5        50.1
and3_1           12        75.1
o22ai_1           6        37.5
a21oi_1          62         310
buf_2             6        30.0
nand3_1          14        70.1
a21o_1           18         135
mux2_2            5        56.3
nand2b_1          6        37.5
inv_1            15        56.3
xnor2_1          14         123
nor3_1           12        60.1
nor2b_1           7        43.8
nand4_1           9        56.3
xor2_1           11        96.3
dfrtp_1          32         801
a31oi_1           6        37.5
o21ai_0          38         190
o211ai_1          5        37.5
mux2i_1          11         110
mux4_2            6         135
nand2_1          60         225
==> power by group through the flow <==
stage | clock, uW | sequential [uW] | combinational [uW]
4_1_cts | 247 | 362 | 1150
5_1_grt | 256 | 377 | 1290
6_report | 243 | 363 | 1150
Power is estimated from default activity; no workload was simulated.
